**design.v**
```verilog
module sram(clk, adx, WrEn, OutEn,  data);
	parameter DATA_WIDTH = 8;
	parameter DATA_LENGTH= 2048;
	parameter ADX_LENGTH = 11;
	input clk, OutEn, WrEn;	 
	input [ADX_LENGTH - 1:0] adx;
	inout [DATA_WIDTH - 1:0] data;
	reg [DATA_WIDTH - 1:0]SRAM[DATA_LENGTH - 1:0];  
	assign data = (WrEn & !OutEn) ? SRAM[adx] : 8'bZ;  
	always @(posedge clk) begin
		if( !WrEn & OutEn) 
				SRAM[adx] = data;  
	end
endmodule  
```
**run.sh**
```bash
#!/bin/bash
# OpenROAD 26Q1-2900-gdf79404cd8, Yosys 0.63+post, stock flow scripts
make -C /OpenROAD-flow-scripts/flow DESIGN_CONFIG=/design/flow/config.mk WORK_HOME=/design/flow/orfs finish
```
**config.mk**
```make
export PLATFORM = sky130hd
export DESIGN_NAME = sram
export DESIGN_NICKNAME = sram
export VERILOG_FILES = /design/flow/design.v
export SDC_FILE = /design/flow/constraint.sdc
export NUM_CORES = 4
export LEC_CHECK = 1
export CORE_UTILIZATION = 30
export SYNTH_MEMORY_MAX_BITS = 65536
```
**constraint.sdc**
```tcl
current_design sram

set clk_period 254.2
set clk_io_pct 0.2

create_clock -name clk0 -period $clk_period [get_ports {clk}]

set non_clock_inputs [all_inputs -no_clocks]
set_input_delay [expr $clk_period * $clk_io_pct] -clock clk0 $non_clock_inputs
set_output_delay [expr $clk_period * $clk_io_pct] -clock clk0 [all_outputs]
```
==> impl_metrics.py <==
# Flow results
metrics = {
    "place": {
        "placed_area_sq_um": 666000,
        "place_hpwl_um": 1130000,
        "gp_congestion": 0.909,
        "io_buffer_count": 13,
        "placed_cells": 61800,
    },
    "synthesis": {
        "synth.area.top_cells": "edfxtp_1, mux2i_1, o22ai_1",
        "ff_type": "edfxtp_1",
        "edf_count": 16400,
        "yosys_warnings": 2,
        "ys_sh_adder_pct": 0,
        "ys_seq_share_pct": 78.2,
        "synth_area_per_cell_sq_um": 18.0,
        "synth_area_sq_um": 629000,
        "syn_inst": 35000,
        "common_cells": "edfxtp_1, mux2i_1, o22ai_1",
        "ys_sh_xor_pct": 0,
        "simple_gate_share_pct": 2.55,
        "synth-async-reset-ratio_pct": 0,
        "top_cell": "edfxtp_1",
        "yosysTopAreaCellShare_pct": 78.2,
        "yosys.area_share.aoi_pct": 4.52,
        "yosys-stat-cells": 35000,
        "synthMuxAreaShare_pct": 13.0,
        "ys_top_logic_family": "multiplexers",
        "netlist-cell-type-count": 34,
        "ys_ff": 16400,
        "yosys.area.top_type": "edfxtp_1",
        "ys_chip_area_sq_um": 629000,
    },
    "cts": {
        "cts_buffer_depth": 6,
        "clkSinkCount": 16400,
        "cts_buffers": 1701,
        "cts_hold_buf": 0,
        "cts_root_buf": "clkbuf_16",
        "cts_resized": 0,
        "post_cts_buffers": 0,
        "h-tree-depth": 7,
    },
    "floorplanning": {
        "rows": 531,
        "die_w_um": 1450,
        "ios": 22,
        "fp-utilization_pct": 30.1,
        "dieHeight_um": 1450,
    },
    "outcome": {
        "firstError": "[error] [KeplerFormal.cpp:679] Workflow failed: Iso has multiple drivers: .data2, place2621.X0",
        "status": "stopped before the end",
        "failed_stage": "clock tree synthesis",
    },
}
-- kinds of logic after synthesis --
group | Yosys count
flip-flops | 16400
AND/OR/NAND/NOR | 3438
AND-OR/OR-AND | 4640
buffers and inverters | 2296
multiplexers | 8192
-- through the flow --
| step | power, mW | worst slack, ns |
|---|---|---|
| after detailed placement | 3.57 | 139.84 |
| after global placement | 3.57 | 138.58 |
| after floorplan | 3.17 | 120.36 |
Power figures rest on the tool's default switching activity, not on a simulated workload.
